<file path="design/flow/config.mk">
export PLATFORM = sky130hd
export DESIGN_NAME = bfm
export DESIGN_NICKNAME = bfm
export VERILOG_FILES = /design/flow/design.v
export SDC_FILE = /design/flow/constraint.sdc
export NUM_CORES = 4
export LEC_CHECK = 1
export CORE_AREA = 10 10 95 95
export DIE_AREA = 0 0 105 105
</file>
<file path="design/flow/constraint.sdc">
current_design bfm

set clk_period 1.6
set clk_io_pct 0.2

create_clock -name clk0 -period $clk_period [get_ports {clk}]

set non_clock_inputs [all_inputs -no_clocks]
set_input_delay [expr $clk_period * $clk_io_pct] -clock clk0 $non_clock_inputs
set_output_delay [expr $clk_period * $clk_io_pct] -clock clk0 [all_outputs]
</file>
<file path="design/flow/design.v">
`timescale 1ns / 1ps
module bfm (
    input  wire        clk,
    input  wire        resetn,
    output reg write,
    output reg read,
    output reg [31:0] user_waddr,
    output reg [31:0] user_wdata,
    output reg [31:0] user_raddr,
    input  wire [31:0] user_rdata,
    input  wire wr_ready,
    input  wire rd_ready,
    input  wire [14:0] sw,
    input  wire sw15,
    output reg [15:0] led
);
    wire wr_rd;
    assign wr_rd = sw15 ? 1 : 0;
    always @(posedge clk) begin
        if(resetn == 1'b0) begin
            write       <= 1'b0;
            read        <= 1'b0;
            user_waddr  <= 32'h0;
            user_wdata  <= 32'h0;
            user_raddr  <= 32'h0;
            led         <= 16'b0;
        end 
        else begin
            if (wr_rd == 1'b1) begin
                write      <= 1'b1;
                user_waddr <= 32'h0;        
                user_wdata <= {17'b0, sw};   
            end
            if (wr_ready) begin
                write      <= 1'b0;
                user_waddr <= 32'h0;
            end
            if (wr_rd == 1'b0) begin
                read       <= 1'b1;
                user_raddr <= 32'h0;
                if (rd_ready) begin
                    led <= user_rdata[15:0]; 
                end
            end
        end
    end
endmodule
</file>
<file path="design/flow/run.sh">
#!/bin/bash
# OpenROAD 26Q1-2900-gdf79404cd8, Yosys 0.63+post, stock flow scripts
make -C /OpenROAD-flow-scripts/flow DESIGN_CONFIG=/design/flow/config.mk WORK_HOME=/design/flow/orfs finish
</file>
==> impl_metrics.csv <==
group,metric,value,unit
setup_path,r2r-end,"user_wdata[2]",
clock_tree,post_cts_buffers,0,
synthesis,ys.flops,33,
global_routing,grt_usage,7.829,%
route,vias,1272,
die,die_w,105,µm
setup_path,cpLargestDelayFamily,"buffers and inverters",
synthesis,syn_area,0.001899,mm²
die,rows,30,
pwr,p_leak,1.098,nW
global_routing,grt_pass1_wl,7245,µm
synthesis,syn_inst,207,
final_timing,finalHoldViolations,0,
run,timing.max_cap.violations,0,
finish,layout_top_cells,"81 x conb_1, 68 x clkdlybuf4s50_1, 33 x dfxtp_1, 32 x nand2_1, 31 x mux2i_1",
final_timing,whs,455.7,ps
setup_path,cp-end-kind,"primary output",
worst_hold_path,worstHoldEndpoint,"led[3]",
setup_path,required,1280,ps
worst_hold_path,hold_start,"led[3]",
final_timing,clock_skew,0,ps
setup_path,critical_path_buf_inv_count,1,
global_routing,grt_max_degree,50,
pwr,p_seq_share,49.0,%
die,io-pin-count,166,
setup_path,start_kind,"flop",
setup_path,cp_slowest_stage_delay,490,ps
pwr,switching_share,24.11,%
route,wl,4563,µm
finish,drive_above_1_share,4.693,%
synthesis,ys_types,16,
placement,place.gp.congestion,0.7251,
setup_path,worstSetupPathType,"flop to primary output",
setup_path,timing.rr.start,"user_wdata[2]",
final_timing,setup_violations,0,
run_status,status,"finished, final reports clean",
final_timing,post-route-period-util,89.86,%
clock_tree,clkTransAtPathRegs,70,ps
clock_tree,cts_made_buffers,5,
synthesis,ys_cells,207,
final_timing,min_period,1438,ps
pwr,power_density,735.9,mW/mm²
setup_path,crit_chain,"clkdlybuf4s50_1",
run,warning_count,41,
final_timing,fin_setup_tns,0,ps
placement,hpwl,3652,µm
route,antenna-diode-count,0,
finish,area_growth,29.64,%
global_routing,antenna_found_initial,0,
placement,postPlaceCellArea,0.002376,mm²
pwr,clockPowerShare,34.2,%
clock_tree,h-tree-depth,2,
route,vias_per_cell,3.410,
setup_path,slowest_stage,"clkdlybuf4s50_1",
route,dr.pass1.iters,3,
route,drt_iter0_drc,14,
route,wire_per_inst,12.23,µm
setup_path,reg2reg_slack,980,ps
route,ant_nets,0,
setup_path,r2r_cells,2,
clock_tree,ctsHoldBuffers,0,
die,die_y,105,µm
clock_tree,clock.latency.late_pin,280,ps
worst_hold_path,hold_path_class,"flop to flop",
finish,final_layout_top_logic_cell,"conb_1",
pwr,p_int,1.375,mW
synthesis,yosysChipArea,0.001899,mm²
final_timing,maxClockFrequency,0.6956,GHz
clock_tree,root_buffer,"clkbuf_8",
placement,io_buffer_count,68,
setup_path,crit_arrival,1120,ps
pwr,power.switching,0.4368,mW
synthesis,syn_area_per_cell,9.175,µm²
global_routing,grt_overflow_total,0,
global_routing,grt_pass1_vias,1419,
final_timing,rsz0062_at_grt,"false",
clock_tree,cts_resized,0,
synthesis,yosysSeqAreaShare,34.78,%
die,chip_area,0.01103,mm²
die,fp-utilization,27.50,%
route,drc,0,
setup_path,crit_path_max_fanout,2,
die,placeableCoreArea,0.006907,mm²
pwr,power,1.812,mW
clock_tree,clock_path_buffers,2,
synthesis,ys_warn_count,1,
clock_tree,cts.sinks,33,
pwr,combPwrFrac,16.8,%
worst_hold_path,hold_path_depth,2,
pwr,vdd_drop_max,278.2,µV
clock_tree,cts_tree,"yes",
finish,design_area,0.002462,mm²
final_timing,maxSlewViolCount,0,
registers in the layout (all words and copies together), names as in the netlist:
signal / cells
write: 1
user_wdata: 15
read: 1
led: 16
cells by family after synthesis:
group	Yosys count	synth area share, %
buf+inv	91	35.97
mux	31	16.34
simple gates	50	12.32
compound gates	1	0.3954
flops	33	34.78
other cells	1	0.1974
how the worst max path moves through the flow:
stage | from | slack, ps | to | cells after the start
finish | led[12] | 160 | led[12] | 1
global route | led[12] | 90 | led[12] | 1
CTS | led[12] | 130 | led[12] | 1
synth_stat cells (all sizes together):
| cell type | count | share of area, % |
|---|---|---|
| conb | 1 | 0.20 |
| mux2i | 31 | 16 |
| a21boi | 1 | 0.40 |
| dfxtp | 33 | 35 |
| nand2 | 32 | 6.3 |
| nor2 | 1 | 0.20 |
| nor3b | 1 | 0.40 |
| inv | 1 | 0.20 |
| buf | 88 | 35 |
| clkbuf | 2 | 0.40 |
| nor2b | 16 | 5.4 |
routing by layer:
| layer | vias up | routed length (µm) | GRT usage, % |
|---|---|---|---|
| met5 | - | 0 | 0 |
| met4 | 0 | 25 | 0.5882 |
| met3 | 5 | 339 | 3.354 |
| met2 | 81 | 2046 | 12.10 |
| met1 | 565 | 2151 | 10.39 |
| li1 | 621 | - | - |
final cells by class:
type / instances / area, µm²
Inverter: 1 / 3.754
Timing Repair Buffer: 72 / 735.7
Fill cell: 752 / 4444
Clock inverter: 3 / 17.52
Multi-Input combinational cell: 163 / 855.8
Tap cell: 96 / 120.1
Sequential cell: 33 / 660.6
Clock buffer: 5 / 68.82
stage by stage:
stage          cells  utilization, %  setup WS [ps]
3_5_place_dp     365           34.40          138.3
2_1_floorplan    287               -          538.5
6_report         373           35.65          162.3
4_1_cts          373           35.65          132.6
5_1_grt          373           35.65          92.74
3_3_place_gp     365           34.40          154.6
power groups by stage:
stage / sequential, mW / clock (mW) / combinational, mW
final: 0.888 / 0.619 / 0.305
after global routing: 0.896 / 0.707 / 0.344
after CTS: 0.889 / 0.655 / 0.318
worst reg2reg max path, cell delays in order, from the launching register on:
cell	delay, ps
dfxtp_1	320
mux2i_1	140
nor2b_1	60
Power figures rest on the tool's default switching activity, not on a simulated workload.
